[config.mk]
export PLATFORM = sky130hd
export DESIGN_NAME = cpu_top
export DESIGN_NICKNAME = cpu_top
export VERILOG_FILES = /design/flow/design.v
export SDC_FILE = /design/flow/constraint.sdc
export NUM_CORES = 4
export LEC_CHECK = 1
export CORE_AREA = 10 10 85 85
export DIE_AREA = 0 0 95 95
export SYNTH_MEMORY_MAX_BITS = 65536
[constraint.sdc]
current_design cpu_top

set clk_period 2.6
set clk_io_pct 0.2

create_clock -name clk0 -period $clk_period [get_ports {clk}]

set non_clock_inputs [all_inputs -no_clocks]
set_input_delay [expr $clk_period * $clk_io_pct] -clock clk0 $non_clock_inputs
set_output_delay [expr $clk_period * $clk_io_pct] -clock clk0 [all_outputs]
[design.v]
module alu (
    input  wire [7:0] a, b,
    input  wire [3:0] alu_op,
    output reg  [7:0] result
);
    initial result = 8'b0;  
    always @(*) begin
        case(alu_op)
            4'b0001: result = a + b;
            4'b0010: result = a - b;
            default: result = 8'b0;
        endcase
    end
endmodule
module control_unit (
    input  wire [7:0] instruction,
    output wire [3:0] opcode,
    output wire [1:0] rd, rs1, rs2
);
    assign opcode = instruction[7:4];
    assign rd     = instruction[3:2];
    assign rs1    = instruction[1:0];
    assign rs2    = instruction[1:0];  
endmodule
module cpu_top (
    input  wire clk,
    input  wire reset,
    output wire [7:0] pc_out,
    output wire [7:0] instr,
    output wire [7:0] rd1,
    output wire [7:0] rd2,
    output wire [7:0] alu_result,
    output wire [7:0] data_out,
    output wire [7:0] r0, r1, r2, r3
);
    wire [3:0] opcode;
    wire [1:0] rd, rs1, rs2;
    pc PC (.clk(clk), .reset(reset), .pc(pc_out));
    instruction_mem IM (.addr(pc_out), .instruction(instr));
    control_unit CU (.instruction(instr), .opcode(opcode), .rd(rd), .rs1(rs1), .rs2(rs2));
    register_file RF (
        .clk(clk), .we(1'b1),
        .ra1(rs1), .ra2(rs2), .wa(rd),
        .wd(alu_result),
        .rd1(rd1), .rd2(rd2),
        .r0(r0), .r1(r1), .r2(r2), .r3(r3)
    );
    alu ALU (.a(rd1), .b(rd2), .alu_op(opcode), .result(alu_result));
    data_mem DM (.clk(clk), .we(1'b0), .addr(alu_result), .wd(rd2), .rd(data_out));
endmodule
module data_mem (
    input  wire clk,
    input  wire we,
    input  wire [7:0] addr,
    input  wire [7:0] wd,
    output reg  [7:0] rd
);
    reg [7:0] mem [0:255];
    integer i;
    initial begin
        for (i = 0; i < 256; i = i + 1)
            mem[i] = 8'b0;  
    end
    always @(posedge clk) begin
        if (we)
            mem[addr] <= wd;
    end
    always @(*) begin
        rd = mem[addr];
    end
endmodule
module instruction_mem (
    input  wire [7:0] addr,
    output reg  [7:0] instruction
);
    reg [7:0] mem [0:255];
    integer i;
    initial begin
        for (i = 0; i < 256; i = i + 1)
            mem[i] = 8'b0;  
        mem[0] = 8'b00010010;
        mem[1] = 8'b00100011;
        mem[2] = 8'b00011001;
    end
    always @(*) begin
        instruction = mem[addr];
    end
endmodule
module pc (
    input  wire clk,
    input  wire reset,
    output reg [7:0] pc
);
    initial pc = 8'b0;  
    always @(posedge clk or posedge reset) begin
        if (reset)
            pc <= 8'b0;
        else
            pc <= pc + 1;
    end
endmodule
module register_file (
    input  wire clk,
    input  wire we,              
    input  wire [1:0] ra1, ra2,  
    input  wire [1:0] wa,        
    input  wire [7:0] wd,        
    output reg [7:0] rd1, rd2,   
    output [7:0] r0, r1, r2, r3  
);
    reg [7:0] regs [0:3];
    initial begin
        regs[0] = 8'b0;
        regs[1] = 8'b0;
        regs[2] = 8'b0;
        regs[3] = 8'b0;
    end
    always @(posedge clk) begin
        if (we)
            regs[wa] <= wd;
    end
    always @(*) begin
        rd1 = regs[ra1];
        rd2 = regs[ra2];
    end
    assign r0 = regs[0];
    assign r1 = regs[1];
    assign r2 = regs[2];
    assign r3 = regs[3];
endmodule
[run.sh]
#!/bin/bash
# OpenROAD 26Q1-2900-gdf79404cd8, Yosys 0.63+post, stock flow scripts
make -C /OpenROAD-flow-scripts/flow DESIGN_CONFIG=/design/flow/config.mk WORK_HOME=/design/flow/orfs finish
==> flow_summary.yaml <==
# yosys + openroad results
outcome:
  status: "complete, but fails checks"
  violations: "setup timing"
critical_path:
  critical_path_required_ps: 2080
  endpoint_kind: "output port"
  r2r_start: "PC.pc[7]"
  path_cells: "nor4_4 > buf_4 > and3_4 > ha_4 > buf_6 > nor2_2 > xnor2_1 > ha_1 > buf_6 > nand2_1 > o21ai_2 > a31oi_2 > nor2b_1 > mux2_4 > buf_2"
  reg2reg_depth: 19
  cp_slowest_cell: "dfrtp_1"
  cp-start-kind: "flop"
  r2r-end: "RF.regs[0][3]"
  path_common_cell: "buf_6"
  worstSetupPathType: "flop to output port"
  max_stage_delay_ps: 410
  cp_max_fo: 5
  worstPathArrival_ps: 3290
  reg2reg_slack_ps: -950
global_route:
  first_global_vias: 1639
  overflow: 0
  antenna_found_initial: 0
  grtUsageTotal_pct: 10.54
  grt_max_degree: 13
  grt_pass1_wl_um: 7741
floorplanning:
  rows: 27
  fp-utilization_pct: 31.09
  die_w_um: 95
  coreArea_um2: 5473
  die_h_um: 95
  io_pins: 82
  chipArea_um2: 9025
logic_synthesis:
  edf_count: 14
  syn_inst: 174
  ys_seq_share_pct: 36.47
  ys_ff: 22
  synth_cell_types: 38
  ys_async_sr_fraction_pct: 36.36
  syn_avg_cell_area_um2: 9.779
  yosysWarnings: 5
  ys.flop_type: "edfxtp_1"
  syn-cell-area_um2: 1702
  ys_area_um2: 1702
  ys_cells: 174
route:
  drt-initial-drc-count: 53
  drc_errors: 0
  wl_per_cell_um: 13.94
  diodes: 0
  via_per_inst: 4.194
  totalWireLength_um: 5313
  dr.pass1.iters: 4
  ant_nets: 0
  route.vias.total: 1598
cts:
  htreeDepth: 1
  path_clk_slew_ps: 80
  hold_buffers: 0
  cts_tree: "built"
  cts.path.max_buffers: 2
  cts-buffers-inserted: 3
  clk_latency_ps: 260
  clock-sinks: 22
  cts_root_buf: "clkbuf_8"
power:
  finalPower_w: 0.0006461
  worst_ir_drop_vdd_uv: 178.2
  pwr_density_cell_nw_per_um2: 203.2
  p_leak_nw: 1.572
worst_hold_path:
  min_path_type: "input pin to async pin"
sta:
  maxSlewViolCount: 0
  fin_crit_sh_pct: 146.4
  holdWs_ps: 504.6
  finalSetupViolCount: 23
  tns_ps: -12880
  rsz0062_at_grt: "true"
  hold_violations: 0
  fin_ws_ps: -1205
  clock_skew_ps: 1.867
  fmax_mhz: 262.8
  finalCriticalPeriod_ps: 3805
finish:
  mostFrequentLayoutCells: "buf_4 (70), conb_1 (33), clkdlybuf4s50_1 (27)"
  drive_gt1_share_pct: 57.93
  syn_to_final_growth_pct: 86.84
  layout_top_cell: "buf_4"
job:
  maxCapViolCount: 0
  warning_count: 31
place:
  dpl.hpwl_um: 3801
  place_congestion: 0.8265
  portBuffers: 49
==> how the worst max path moves through the flow <==
stage	startpoint	endpoint	slack [ps]
final	PC.pc[7]	alu_result[7]	-1210
after global routing	PC.pc[7]	alu_result[7]	-1360
after CTS	PC.pc[4]	alu_result[7]	-1190
==> cell families after synthesis <==
family	share of synthesized area (%)
simple gates	14.41
fa+ha+maj	8.823
compound gates	10.44
xor+xnor	6.691
other cells	0.4413
mux	1.912
buf+inv	20.81
flops	36.47
==> layer usage <==
metal / GRT usage, % / share of wire [%]
met2: 18.02 / 47
met5: 0 / 0
met3: 2.644 / 7.2
met4: 0.6234 / 0.23
met1: 13.92 / 46
==> per-stage QoR <==
stage | util [%] | setup WS, ps | std cells | area, um2
final | 58.09 | -1205 | 381 | 3179
after detailed placement | 47.23 | -1303 | 342 | 2585
after global routing | 58.09 | -1365 | 381 | 3179
after floorplan | - | -694.5 | 205 | 1884
after global placement | 47.23 | -1288 | 342 | 2585
after CTS | 53.93 | -1193 | 369 | 2952
==> sequential cells by signal, indices dropped and copies added, names as in the netlist <==
name,cells
RF.regs,14
PC.pc,8
==> where the power goes <==
group,switching (W),internal [W]
Clock,0.000109,0.000109
Combinational,0.0000293,0.0000306
Sequential,0,0.000368
==> synthesized netlist by cell type (3+ instances only) <==
| cell | count | area share (%) |
|---|---|---|
| edfxtp_1 | 14 | 25 |
| a21oi_1 | 4 | 1.2 |
| ha_1 | 12 | 8.8 |
| nand2_1 | 5 | 1.1 |
| nand3_1 | 5 | 1.5 |
| a41oi_1 | 3 | 1.5 |
| nor2b_1 | 4 | 1.5 |
| nor2_1 | 14 | 3.1 |
| dfrtp_1 | 8 | 12 |
| xor2_1 | 3 | 1.5 |
| xnor2_1 | 10 | 5.1 |
| inv_1 | 13 | 2.9 |
| nor3_1 | 3 | 0.88 |
| buf_4 | 39 | 17 |
| o21ai_0 | 5 | 1.5 |
==> worst max-delay path: cells and delay by family (launching register included) <==
| kind | cells | cell delay [ps] |
|---|---|---|
| multiplexers | 1 | 280 |
| adder cells (fa/ha/maj) | 2 | 510 |
| AND-OR/OR-AND | 2 | 310 |
| AND/OR/NAND/NOR | 5 | 830 |
| buffers and inverters | 4 | 570 |
| XOR/XNOR | 1 | 120 |
| flip-flops | 1 | 410 |
==> layout make-up <==
type                            instances  area [um2]
Sequential cell                        22       621.8
Inverter                               13       53.80
Clock buffer                            4       45.04
Tap cell                               72       90.09
Fill cell                             456        2293
Timing Repair Buffer                  142        1204
Multi-Input combinational cell        128        1165
==> what timing repair did <==
item                       in CTS  in global routing
buffers inserted               26                 17
gates resized                  99                 48
gates cloned                    0                  0
pin swaps                      34                 27
setup endpoints to repair      33                 38
Power and IR drop assume default switching activity.
